<file path="design/flow/design.v">
module FPGA_I2C(CLK,RST,SCL,SDA
					,transaction,START_BIT,status,pos,ACK,DATA_OUT,DATA_IN,round);
input CLK;
input RST;
inout wire SCL;
inout wire SDA;
wire SCL_IN;
reg SCL_OUT;
reg MS;
wire SDA_IN;
reg SDA_OUT;
reg RW;
assign SDA = (RW ? 8'bz : SDA_OUT);	 
assign SDA_IN = (RW ? SDA : 8'bz);
assign SCL = (MS ? SCL_OUT : 8'bz);	 
assign SCL_IN = (MS ? 8'bz : SCL);
output reg [0:7] DATA_OUT;
output reg [0:7] DATA_IN;
output reg [3:0] pos;
output reg [3:0] status;
output reg transaction;
reg transaction1,transaction2;
output reg START_BIT;
output reg ACK;
wire NACK;
assign NACK = ~ACK;
integer DIV_CLK;
parameter DIV_CLK_LIMIT = 62;
parameter START_CONDITION = 0,
			 STOP_CONDITION = 1,
			 READ_CONDITION = 2,
			 WRITE_CONDITION = 3;
parameter ROUND_LIMIT = 4;
reg [6:0] SLAVE_ADDR;
output integer round;
integer count;
initial begin
	MS = 1;
	RW = 0;
	SDA_OUT = 1;
	SCL_OUT = 1;
	DIV_CLK = 0;
	pos = 0;
	transaction = 0;
	START_BIT = 0;
	ACK = 0;
	DATA_IN = 8'h0;
	DATA_OUT = 8'h0;
	SLAVE_ADDR = 7'h26;
	round = 0;
	count = 0;
end
always @(posedge CLK) begin
	transaction1 <= transaction;
end
always @(posedge CLK or negedge RST) if(!RST) begin
	round = 0;
	START_BIT <= 0;
	status <= START_CONDITION;
	count <= 0;
end else begin
	if(START_BIT) START_BIT <= 0;
	if(status == 5) begin
		count <= count + 1;
		if(count == 5_000_000) begin
			round = 0;
			count <= 0;
		end
	end
	if(!transaction & transaction1) begin
		if((status == WRITE_CONDITION) && NACK) round = (ROUND_LIMIT - 1);
		else round = round + 1;
	end
	if(!transaction && round <= ROUND_LIMIT) begin
		START_BIT <= 1;
		case(round)
			0 : begin
				status <= START_CONDITION;
			end
			1 : begin
				DATA_OUT = {SLAVE_ADDR[6:0],1'b1};
				status <= WRITE_CONDITION;
			end
			2 : begin
				status <= READ_CONDITION;
			end
			3 : begin
				status <= STOP_CONDITION;
			end
			default : begin
				status <= 5;
			end
		endcase
	end
end
always @(posedge CLK or negedge RST) if(!RST) begin
	RW = 0;
	SDA_OUT <= 1;
	SCL_OUT = 1;
	DIV_CLK <= 0;
	pos <= 0;
	transaction <= 0;
	DATA_IN <= 8'h0;
	ACK <= 0;
end else begin
	if(!transaction && START_BIT) begin
		transaction <= 1;
		DIV_CLK <= 0;
		pos <= 0;
	end else if(transaction) begin
		case(status)
			START_CONDITION : begin
				RW = 0;
				if((!SCL_OUT|!SDA_OUT) & (DIV_CLK == 0)) begin
					SCL_OUT <= 1;
					SDA_OUT <= 1;
				end else begin
					DIV_CLK <= DIV_CLK + 1;
					if(DIV_CLK == (DIV_CLK_LIMIT/2)) SDA_OUT <= 0;
					else if (DIV_CLK == DIV_CLK_LIMIT) begin
						SCL_OUT = ~SCL_OUT;
						DIV_CLK <= 0;
						transaction = 0;
					end
				end
			end
			STOP_CONDITION : begin
				RW = 0;
				if((SCL_OUT | SDA_OUT) & (DIV_CLK == 0)) begin
					SCL_OUT = 0;
					SDA_OUT <= 0;
				end else begin
					DIV_CLK <= DIV_CLK + 1;
					if(DIV_CLK == (DIV_CLK_LIMIT/2)) SCL_OUT = 1;
					else if (DIV_CLK == DIV_CLK_LIMIT) begin
						SDA_OUT <= 1;
						DIV_CLK <= 0;
						transaction <= 0;
					end
				end
			end
			READ_CONDITION : begin
				DIV_CLK <= DIV_CLK + 1;
				if(SCL_OUT && pos < 8) begin 
					RW = 1;
					DATA_IN[pos] <= SDA_IN;
				end else if(!SCL_OUT && pos == 8) begin
					RW = 0;
					SDA_OUT <= 0;
				end else if(!SCL_OUT && pos > 8) begin
					pos <= 0;
					transaction <= 0;
					RW = 1;
				end
				if(DIV_CLK == DIV_CLK_LIMIT) begin
					DIV_CLK <= 0;
					SCL_OUT = ~SCL_OUT;
					if(!SCL_OUT) pos <= pos + 1;
				end
			end
			WRITE_CONDITION : begin
				DIV_CLK <= DIV_CLK + 1;
				if(!SCL_OUT) begin
					RW = 0;
					if(pos < 8) SDA_OUT <= DATA_OUT[pos];
					else if(pos == 8) RW = 1;
					else begin
						pos <= 0;
						transaction <= 0;
						RW = 1;
					end
				end else if(SCL_OUT && pos == 8) begin
					RW = 1;
					if(SDA_IN) ACK <= 0;
					else ACK <= 1;
				end
				if(DIV_CLK == DIV_CLK_LIMIT) begin
					DIV_CLK <= 0;
					SCL_OUT = ~SCL_OUT;
					if(!SCL_OUT) pos <= pos + 1;
				end
			end
			default : begin
				RW = 0;
				SDA_OUT <= 1;
				SCL_OUT = 1;
				DIV_CLK <= 0;
				pos <= 0;
				transaction <= 0;
				ACK <= 0;
			end
		endcase
	end
end
endmodule
</file>
<file path="design/flow/run.sh">
#!/bin/bash
# OpenROAD 26Q1-2900-gdf79404cd8, Yosys 0.63+post, stock flow scripts
make -C /OpenROAD-flow-scripts/flow DESIGN_CONFIG=/design/flow/config.mk WORK_HOME=/design/flow/orfs finish
</file>
<file path="design/flow/config.mk">
export PLATFORM = sky130hd
export DESIGN_NAME = FPGA_I2C
export DESIGN_NICKNAME = FPGA_I2C
export VERILOG_FILES = /design/flow/design.v
export SDC_FILE = /design/flow/constraint.sdc
export NUM_CORES = 4
export LEC_CHECK = 1
export CORE_UTILIZATION = 40
</file>
<file path="design/flow/constraint.sdc">
current_design FPGA_I2C

set clk_period 10.5
set clk_io_pct 0.2

create_clock -name clk0 -period $clk_period [get_ports {CLK}]

set non_clock_inputs [all_inputs -no_clocks]
set_input_delay [expr $clk_period * $clk_io_pct] -clock clk0 $non_clock_inputs
set_output_delay [expr $clk_period * $clk_io_pct] -clock clk0 [all_outputs]
</file>
==> CHANGELOG.md <==
## Implementation

* Cells after Synth at 786
* Outcome: did not finish
* Synth Seq Share at between 40 and 50%
* Clock Path Buffers at 2
* Avg Inst Size Synth at 8.840 sq um
* Yosys chip area at between 6000 and 7000 sq um
* FP Rows at 47
* Top_reg_cell synth: dfrtp_1
* Flip-flops with a built-in enable at 1
* DP Worst Slack at around 6.1 ns
* Die width at roughly 130 microns
* Post-cts sizing count at 0
* Stop Error: [error] [KeplerFormal.cpp:679] Workflow failed: Iso has multiple drivers: .SCL0, SCL$_DFFE_PN1P_.Q0
* GPL Wtd Cong at 0.9141
* CTS H-tree depth at 4
* IO Count at 63
* Synth Cell Area at 6948 sq um
* Number of CTS-inserted buffers at 17
* CTS root buf: clkbuf_16
* CTS hold repair buffers at 0
* Unique cell types at about 70
* Stop stage: 4_1_cts
* Yosys warning tally at 5
* Post-DP HPWL at 10990 microns
* Yosys cell count at 786
* Post-CTS Setup Bufs at 0
* CTS Sinks at 118
* Registers, synthesis at 118
* Dpl cell area at 7642 sq um
* I/O Buffers at ~55
* Fp_density at 41.46%
* Die height at 133.8 microns
* Ys async rst share at 98.31%
* Placed Cells at 1032
## cell usage after synthesis (all sizes together), types with 4 or more instances
cell type	n	share of area, %
a21o	4	0.43
a21oi	28	2.0
a31oi	9	0.81
and2	10	0.90
and3	30	2.7
and4	6	0.76
buf	21	1.7
clkbuf	18	0.97
dfrtp	114	41
ha	12	2.2
inv	22	1.2
mux2	10	1.6
nand2	67	3.6
nand2b	17	1.5
nand3	44	3.2
nand3b	7	0.76
nand4	29	2.8
nand4b	6	0.76
nor2	82	4.5
nor2b	15	1.4
nor3	22	1.8
nor4	17	1.7
nor4b	9	1.1
o21ai	62	4.5
o31ai	10	1.1
or2	4	0.36
or3	8	0.72
or4	4	0.49
xnor2	30	3.8
xor2	29	3.7
## cells by family after synthesis
family          share of synthesized area [%]
mux                                     1.765
simple gates                            30.13
compound gates                          11.96
flops                                   42.54
buf+inv                                 3.908
fa+ha+maj                               2.161
other cells                            0.1081
xor+xnor                                7.437
## stage by stage
| step | power, mW | hold WS [ns] |
|---|---|---|
| detailed placement | 0.9817 | 0.4814 |
| global placement | 0.9760 | 0.4749 |
| floorplan | 0.8467 | 0.4464 |
Power and IR drop assume default switching activity.
