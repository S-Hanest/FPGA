**run.sh**
```bash
#!/bin/bash
# OpenROAD 26Q1-2900-gdf79404cd8, Yosys 0.63+post, stock flow scripts
make -C /OpenROAD-flow-scripts/flow DESIGN_CONFIG=/design/flow/config.mk WORK_HOME=/design/flow/orfs finish
```
**config.mk**
```make
export PLATFORM = sky130hd
export DESIGN_NAME = UART
export DESIGN_NICKNAME = UART
export VERILOG_FILES = /design/flow/design.v
export SDC_FILE = /design/flow/constraint.sdc
export NUM_CORES = 4
export LEC_CHECK = 1
export CORE_UTILIZATION = 40
```
**constraint.sdc**
```tcl
current_design UART

set clk_period 7.7
set clk_io_pct 0.2

create_clock -name clk0 -period $clk_period [get_ports {CLK}]

set non_clock_inputs [all_inputs -no_clocks]
set_input_delay [expr $clk_period * $clk_io_pct] -clock clk0 $non_clock_inputs
set_output_delay [expr $clk_period * $clk_io_pct] -clock clk0 [all_outputs]
```
**design.v**
```verilog
module UART(CLK,TX,RX);
input CLK;
input RX;
output reg TX;
reg[7:0] RXD,TXD;  
parameter DATA_BIT = 8;
parameter PARITY_BIT = 0;
parameter STOP_BIT = 1;
parameter BAUDRATE = 2604;	
reg[3:0] TX_Status,RX_Status;
integer TX_Count,RX_Count;
reg TX_Start;
reg TX_Transaction, RX_Transaction;	 
reg BUFF;
integer timer;
initial begin
	BUFF = 0;
	timer = 0;
	TX_Count = 0;
	RX_Count = 0;
	TX_Start = 1;
	TX_Transaction = 1;	 
	RX_Transaction = 1;	 
	TX = 1;
	TX_Status = 0;
	RX_Status = 0;
	TXD = 8'h00;
	RXD = 8'h00;	
end
always @(posedge CLK) begin					 
	if(RX_Transaction) TXD <= RXD;
	else begin
		BUFF = 1;
	end
	if(RX_Transaction && BUFF) begin	
		TX_Start = 0;								 
		BUFF = 0;
	end else if(!BUFF) begin
		TX_Start = 1;								 
	end
end
always @(posedge CLK) begin																	 
	if(TX_Transaction && !TX_Start) begin													 
		TX_Transaction = 0;
		TX = 0;																						 
		TX_Status = 1;
		TX_Count = 0;
	end else if(!TX_Transaction) begin
		if(TX_Count == BAUDRATE) begin	
			if(TX_Status > 0 && TX_Status < 1 + DATA_BIT) begin						 
				TX = TXD[TX_Status -1];
			end else if(TX_Status < 1 + DATA_BIT + PARITY_BIT) begin					 
			end else if(TX_Status < 1 + DATA_BIT + PARITY_BIT + STOP_BIT) begin	 
				TX = 1;
			end else begin
				TX = 1;
				TX_Transaction = 1;
			end
			TX_Count = 0;
			TX_Status = TX_Status + 1;
		end
		TX_Count = TX_Count + 1;
	end
end
always @(posedge CLK) begin 																	 
	if(RX_Transaction && !RX) begin															 
		RX_Transaction = 0;
		RX_Status = 1;
		RX_Count = 0;
	end else if(!RX_Transaction) begin								
		if(RX_Count == BAUDRATE) begin
			if(RX_Status > 0 && RX_Status < 1 + DATA_BIT) begin						 
				RXD[RX_Status - 1] = RX;
				RX_Status = RX_Status + 1;
			end else if(RX_Status < 1 + DATA_BIT + PARITY_BIT) begin					 
			end else if(RX_Status < 1 + DATA_BIT + PARITY_BIT + STOP_BIT) begin	 
				if(RX) begin																		 
					RX_Status = RX_Status + 1;													 
				end else begin																		 
					RX_Transaction = 1;															
					RX_Count = 0;
				end
			end else begin
				RX_Transaction = 1;
				RX_Count = 0;
			end
			RX_Count = 0;
		end
		RX_Count = RX_Count + 1;
	end
end
endmodule
```
==> metrics.csv <==
metric,value,unit
status,completed,
wl_per_cell,12.88,um
path_clk_slew,60,ps
io_pins,3,
wl,9066,um
worst_ep_required_time,7790,ps
rows,40,
num_vias,3840,
r2r_slack,4040,ps
criticalPathCategory,reg -> reg,
tightest_slew,824.4,ps
ys_cells,564,
slew_violations,0,
start_kind,flop,
remaining_drc_errors,0,
crit_arrival,3750,ps
yosysMostFrequentCell,dfxtp_1,
end_kind,flop,
max-slew-margin-rel,44.53,%
syn-instance-count,564,
worstHoldEndpoint,TX_Start$_SDFFE_PP0N_,
min_from,BUFF$_SDFF_PP0_,
fillers,1089,
total_power,1378,uW
gr-total-overflow,0,
area_growth,9.256,%
drive_above_1_share,6.463,%
placed_area,5014,um^2
yosys_warnings,1,
port-buffer-count,2,
cts_root_buf,clkbuf_16,
firstDrtPassIters,4,
clock_skew,10.12,ps
drt-initial-drc-count,259,
gp_congestion,0.8221,
hold_depth,1,
flop_cell,dfxtp_1,
synth_top_cell_by_area,dfxtp_1,
ir_drop,0.1743,mV
final_util,44.70,%
mi_logic_area,2675,um^2
grt_max_degree,32,
die-area,12680,um^2
async_reset_ff_share,0,%
hold_class,reg -> reg,
r2r_start,RX_Status[0]$_SDFFE_PP1P_,
top_area_share,31.50,%
clk_latency,340,ps
cts_resized,0,
synthesis.area,4893,um^2
min_period,3661,ps
fmaxAchievable,0.2731,GHz
core-area,11960,um^2
logic_family,simple AND/OR/NAND/NOR gates,
path_max_fanout,13,
numCtsBuffers,9,
synthTopCellsByCount,"dfxtp_1, nor2_1, nand2_1",
grtUsageTotal,15.76,%
antenna_found_initial,0,
fp.dieH,112.6,um
ant_nets,0,
antenna_cells,0,
yosys_area,4893,um^2
warnings,30,
setup_violations,0,
hold_viol,0,
dp_hpwl,6167,um
synth_cell_types,57,
cts_max_level,3,
mux_area_share,4.142,%
clk_path_buf_depth,2,
fp.dieW,112.6,um
adder_share,3.835,%
fp_util,40.91,%
drv_cap,0,
cts_tree,yes,
edf_count,16,
viasPerCell,5.455,
synth-seq-cells,93,
grt_pass1_vias,3449,
grt_pass1_wl,16150,um
area_leaders,"dfxtp_1, edfxtp_1, xnor2_1",
synth_compound_gate_area_share,9.358,%
cts.sinks,93,
simple_gate_area_share,28.74,%
power_density,257.7,nW/um^2
design_area,5346,um^2
hold_buffers,0,
tns,0,ps
power.leakage,0.001848,uW
r2r_cells,13,
post-cts-setup-buffer-count,0,
regArea,2022,um^2
rsz0062_at_grt,false,
avgSynthCellArea,8.676,um^2
r2r_end,RXD[0]$_DFFE_PP_,
period_used_share,47.55,%
synth_seq_share,41.32,%
xor_area_share,8.591,%
[state kept, by name, summed over array words and instances (netlist names)]
name	count
TX_Start	1
RX_Count	32
TXD	8
RXD	8
TX_Count	32
RX_Transaction	1
BUFF	1
TX_Status	4
TX_Transaction	1
TX	1
RX_Status	4
[layout make-up]
| class | count | area share, % |
|---|---|---|
| Sequential cell | 93 | 37.82 |
| Timing Repair Buffer | 6 | 0.9361 |
| Tap cell | 147 | 3.440 |
| Clock buffer | 11 | 4.353 |
| Clock inverter | 5 | 1.872 |
| Inverter | 22 | 1.545 |
| Multi-Input combinational cell | 420 | 50.04 |
[critical path, cell delays in order (launching register included)]
cell      delay [ps]
dfxtp_1          570
inv_1            180
ha_1             340
nor2_1           150
o21ai_0           90
a21oi_1          150
a41oi_1           80
nand2b_1         200
ha_1             320
nor4b_1          340
nand4_1          130
o31a_1           290
nor4_1           220
mux2_2           370
[cell usage in the layout (no fill, tap or decap), drive strengths merged, types with 3 or more instances in the layout]
cell type | Yosys | layout
clkinv | 1 | 3
nand2 | 47 | 47
a31o | 3 | 3
o21ai | 23 | 23
mux2 | 8 | 8
xor2 | 5 | 5
or3 | 12 | 12
nor3 | 26 | 26
nand2b | 5 | 5
bufinv | 0 | 3
nor2b | 5 | 5
clkbuf | 27 | 11
mux2i | 9 | 9
xnor2 | 43 | 43
nand3 | 36 | 36
nor4b | 6 | 6
edfxtp | 16 | 16
and3 | 10 | 10
and4 | 6 | 6
and2 | 3 | 3
ha | 15 | 15
nand4 | 16 | 16
a21oi | 16 | 16
buf | 2 | 4
or4 | 4 | 4
inv | 21 | 21
o31ai | 6 | 6
nor4 | 28 | 28
dfxtp | 77 | 77
nor3b | 3 | 3
nor2 | 54 | 54
[cells by family (layout without fill, tap and decap cells)]
group / Yosys count / in the layout
AND-OR/OR-AND: 71 / 71
XOR/XNOR: 48 / 48
adder cells (fa/ha/maj): 15 / 15
buffers and inverters: 51 / 44
flip-flops: 93 / 93
multiplexers: 18 / 18
AND/OR/NAND/NOR: 268 / 268
[metrics by stage]
stage / instances / hold slack, ps / setup slack [ps]
finish: 704 / 408.5 / 4039
global route: 704 / 421.2 / 3682
CTS: 704 / 409.1 / 4017
detailed placement: 688 / 398.5 / 3945
global placement: 688 / 391.1 / 4008
floorplan: 564 / 387.8 / 4271
[metal layers]
| layer | track usage [%] | wire (um) | up-vias | part of all wire (%) |
|---|---|---|---|---|
| li1 | - | - | 2017 | - |
| met1 | 25.05 | 4759 | 1765 | 52 |
| met2 | 23.70 | 3947 | 54 | 44 |
| met3 | 3.247 | 316 | 4 | 3.5 |
| met4 | 1.422 | 42 | 0 | 0.46 |
| met5 | 0 | 0 | - | 0 |
[worst max path at each step]
stage                 endpoint                       from  depth (start not counted)
finish        RXD[0]$_DFFE_PP_  RX_Status[0]$_SDFFE_PP1P_                         13
global route  RXD[0]$_DFFE_PP_  RX_Status[0]$_SDFFE_PP1P_                         13
CTS           RXD[0]$_DFFE_PP_  RX_Status[0]$_SDFFE_PP1P_                         13
[power breakdown]
| group | switching (uW) | leakage, uW | internal [uW] | total (uW) |
|---|---|---|---|---|
| Combinational | 115 | 0.000905 | 116 | 231 |
| Clock | 174 | 0.000163 | 316 | 490 |
| Sequential | 90.6 | 0.000779 | 566 | 657 |
| Total | 379 | 0.00185 | 999 | 1380 |
Power and IR drop assume default switching activity.
